$ cat flow/design.v
module charing(clk,reset,in1,in2,in3,in4,in5,in6,in7,in8,in9,in11,ok,out,scan,start);
input reset,in1,in2,in3,in4,in5,in6,in7,in8,in9,in11,ok,clk,start;
output reg[6:0] out; 
output reg[3:0] scan; 
reg [3:0] data;                         
reg [1:0] count;                          
reg [3:0] T1=0;                         
reg [3:0] T2=0;
parameter  s0=0,s1=1,s2=2,s3=3,s4=4,s5=5,s6=6; 
reg [2:0] state=s4;			 
reg flag=0;		 
reg switch =0;				
reg [11:0] secten=0;				 
reg [8:0] temp=0;
wire [7:0] out1;                         
reg [7:0] out2;                          
assign out1[7:4]=T1[3:0];               
assign out1[3:0]=T2[3:0];
reg change;
reg right;
reg [15:0] number;
always @(posedge clk)
begin
 temp=temp+1;
 if (change==1) begin secten=0; end
 secten=secten+1;
end
always @(posedge clk)
begin
   if(clk)
   begin
case(state)
   s0:                             
	begin
		change=0;
		number <= 0;
	    if(reset==1)   begin  T1=0; T2=0;  out2=0; change=1;state<=s0;  end  
       else if(in1==1) begin T1=4'b0001; state<=s1;  number <= number + 1000;end   
		 else if(in2==1) begin T1=4'b0010; state<=s1; number <= number + 2000 ;end	 
		 else if(in3==1) begin T1=4'b0011; state<=s1;  number <= number + 3000 ;end    
       else if(in4==1) begin T1=4'b0100; state<=s1;  number <= number + 4000 ;end
	    else if(in5==1) begin T1=4'b0101; state<=s1; number <= number + 5000 ;end
       else if(in6==1) begin T1=4'b0110; state<=s1; number <= number + 6000 ;end
		 else if(in7==1) begin T1=4'b0111; state<=s1; number <= number + 7000 ;end     
		 else if(in8==1) begin T1=4'b1000; state<=s1; number <= number + 8000 ;end
	    else if(in9==1) begin T1=4'b1001; state<=s1; number <= number + 9000 ;end
	    else if(in11==1) begin T1=4'b0000;state<=s1;  end
		 else if(secten==12'b111111111111) begin state<=s4; end
	end
   s1:                                          
	begin   
		change=0;
	   if(reset==1)      begin  T1=0; T2=0;  out2=0;change=1; state<=s0;       end  
	   else
	   begin
	     if(in1==1)       begin T2=4'b0001;state<=s3; number <= number + 100 ;end
	     else if(in2==1)  begin T2=4'b0010;state<=s3; number <= number + 200 ;end
        else if(in3==1)  begin T2=4'b0011;state<=s3; number <= number + 300 ;end
        else if(in4==1)  begin T2=4'b0100;state<=s3; number <= number + 400 ;end
 	     else if(in5==1)  begin T2=4'b0101;state<=s3; number <= number + 500 ;end
	     else if(in6==1)  begin T2=4'b0110;state<=s3; number <= number + 600 ;end
 	     else if(in7==1)  begin T2=4'b0111;state<=s3; number <= number + 700 ;end
 	     else if(in8==1)  begin T2=4'b1000;state<=s3; number <= number + 800 ;end
	     else if(in9==1)  begin T2=4'b1001;state<=s3; number <= number + 900 ;end
        else if(in11==1) begin T2=4'b0000;state<=s3; end
		  else if(secten==12'b111111111111) begin state<=s4; end
		end
	end
	s3:                       
	begin   
		change=0;
	   if(reset==1)      begin  T1=0; T2=0;  out2=0;change=1; state<=s0;       end  
	   else
	   begin
	     if(in1==1)       begin out2[7:4]=4'b0001;state<=s5;number <= number + 10 ;end
	     else if(in2==1)  begin out2[7:4]=4'b0010;state<=s5;number <= number + 20 ; end
        else if(in3==1)  begin out2[7:4]=4'b0011;state<=s5;number <= number + 30 ; end
        else if(in4==1)  begin out2[7:4]=4'b0100;state<=s5;number <= number + 40 ; end
 	     else if(in5==1)  begin out2[7:4]=4'b0101;state<=s5;number <= number + 50 ; end
	     else if(in6==1)  begin out2[7:4]=4'b0110;state<=s5;number <= number + 60 ; end
 	     else if(in7==1)  begin out2[7:4]=4'b0111;state<=s5;number <= number + 70 ; end
 	     else if(in8==1)  begin out2[7:4]=4'b1000;state<=s5;number <= number + 80 ; end
	     else if(in9==1)  begin out2[7:4]=4'b1001;state<=s5;number <= number + 90 ; end
        else if(in11==1) begin out2[7:4]=4'b0000;state<=s5; end
		  else if(secten==12'b111111111111) begin state<=s4; end
		end
	end
	s5:                       
	begin   
		change=0;
	   if(reset==1)      begin  T1=0; T2=0;  out2=0;change=1; state<=s0;       end  
	   else
	   begin
	     if(in1==1)       begin out2[3:0]=4'b0001;state<=s6;number <= number + 1 ; end
	     else if(in2==1)  begin out2[3:0]=4'b0010;state<=s6;number <= number + 2 ; end
        else if(in3==1)  begin out2[3:0]=4'b0011;state<=s6;number <= number + 3; end
        else if(in4==1)  begin out2[3:0]=4'b0100;state<=s6;number <= number + 4 ; end
 	     else if(in5==1)  begin out2[3:0]=4'b0101;state<=s6;number <= number + 5 ; end
	     else if(in6==1)  begin out2[3:0]=4'b0110;state<=s6;number <= number + 6 ; end
 	     else if(in7==1)  begin out2[3:0]=4'b0111;state<=s6;number <= number + 7 ; end
 	     else if(in8==1)  begin out2[3:0]=4'b1000;state<=s6;number <= number + 8 ; end
	     else if(in9==1)  begin out2[3:0]=4'b1001;state<=s6;number <= number + 9 ; end
        else if(in11==1) begin out2[3:0]=4'b0000;state<=s6; end
		  else if(secten==12'b111111111111) begin state<=s4; end
		end
	end
	s6:                       
	begin
	 change=0;
	 if(reset==1)    begin  T1=0;  T2=0;  out2=0; change=1;state<=s0;  end
    else if(ok==1)   begin  flag=1;   state<=s2;              end 
	 else if(secten==12'b111111111111) begin state<=s4; end
	end
   s2:                                                  
	begin
	    if(flag==1&&number==1234)	
         begin 
					T1 = 4'b1111;
					T2 = 4'b0000;
					out2 = 8'b10101111;
            end
			else
			begin
				T1 = 4'b1111;
				T2 = 4'b1011;
				out2 = 8'b00001111;
			end
			if(reset==1)    begin  T1=0;  T2=0;  out2=0; change=1;state<=s0;  end
  end
 s4:                       
	begin
	switch=0;
	 if (start==1)  begin T1=0;  T2=0;  out2=0; change=1;switch=1;state<=s0; end
	 else begin switch=0; end
	end
endcase
end
end
always@(posedge clk)
begin 
   count<=count+1;
end
always@(count)
begin
if (switch==1)
begin
   case(count[1:0])
      2'b00:begin data<=out1[7:4];scan<='b1000;end
      2'b01:begin data<=out1[3:0];scan<='b0100;end
      2'b10:begin data<=out2[7:4];scan<='b0010;end
      2'b11:begin data<=out2[3:0];scan<='b0001;end
      default:begin data<='bx;scan<='bx;end
   endcase
end
else begin data<=out1[7:4];scan<='b0000; end
   case(data[3:0])
     4'b0000:out[6:0]<=7'b1111110;
     4'b0001:out[6:0]<=7'b0110000;
     4'b0010:out[6:0]<=7'b1101101;
     4'b0011:out[6:0]<=7'b1111001;
     4'b0100:out[6:0]<=7'b0110011;
     4'b0101:out[6:0]<=7'b1011011;
     4'b0110:out[6:0]<=7'b1011111;
     4'b0111:out[6:0]<=7'b1110000;
     4'b1000:out[6:0]<=7'b1111111;
     4'b1001:out[6:0]<=7'b1111011;
	  4'b1010:out[6:0]<=7'b1001110; 
	  4'b1011:out[6:0]<=7'b1110110; 
	  4'b1111:out[6:0]<=7'b0000000;
     default:out[6:0]<='bx;
   endcase
end
endmodule
$ cat flow/run.sh
#!/bin/bash
# OpenROAD 26Q1-2900-gdf79404cd8, Yosys 0.63+post, stock flow scripts
make -C /OpenROAD-flow-scripts/flow DESIGN_CONFIG=/design/flow/config.mk WORK_HOME=/design/flow/orfs finish
$ cat flow/config.mk
export PLATFORM = sky130hd
export DESIGN_NAME = charing
export DESIGN_NICKNAME = charing
export VERILOG_FILES = /design/flow/design.v
export SDC_FILE = /design/flow/constraint.sdc
export NUM_CORES = 4
export LEC_CHECK = 1
export CORE_UTILIZATION = 30
$ cat flow/constraint.sdc
current_design charing

set clk_period 5.5
set clk_io_pct 0.2

create_clock -name clk0 -period $clk_period [get_ports {clk}]

set non_clock_inputs [all_inputs -no_clocks]
set_input_delay [expr $clk_period * $clk_io_pct] -clock clk0 $non_clock_inputs
set_output_delay [expr $clk_period * $clk_io_pct] -clock clk0 [all_outputs]
==> results.ini <==
[run_status]
status=completed

[yosys]
synth-main-ff-cell=edfxtp_1
synthCells=1398
ys.flops=52
yosysWarningCount=1
top_cells_by_area=edfxtp_1 (12%), xnor2_1 (8.5%), a21oi_1 (6.7%), ha_1 (5.7%), o21ai_0 (5.6%)
synthArstFlopShare=0
edf_count=38
ys_seq_share=0.148
yosys_cells=1398
synth_area_um2=9630
synth.avg_cell_area_um2=6.89
top_cell_area_share=0.118
yosysTopAreaCell=edfxtp_1
synthDistinctLibCells=83
ys_chip_area_um2=9630

[clocking]
cts_made_buffers=5
clock_path_buffers=2
cts_tree=done
cts-resized-gates=0
hold_buffers=0
h-tree-depth=2
cts.sinks=52
cts-root-buf=clkbuf_16
postCtsSetupRepairBufs=0
clock.latency.late_pin_ns=0.32
clkTransAtPathRegs_ns=0.09

[place]
dp_cells=1746
gp_congestion=1.03
io_buffers=24
dpl.hpwl_um=34600
placed_cell_area_um2=10300

[timing]
period_used_share=0.788
period_minus_slack_ns=4.33
hold_viol=0
tightest_slew_ns=1.30
slew_violations=0
finalSetupViolCount=0
relSlewSlack=0.128
skew_ns=0.0239
fmax_ghz=0.231
rsz0062_at_grt=false
tns_ns=0

[floorplanning]
num_rows=65
core_area_um2=31600
chip_area_um2=32800
ios=25
fp_util=0.305
dieHeight_um=181
fp.dieW_um=181

[global_routing]
gr-total-overflow=0
grt_pass1_vias=10768
use_met1=0.410
antenna_found_initial=3
track_usage=0.294
grt_pass1_wl_um=71200
grt-busiest-layer=met2
grtUsageMet3=0.0737
gr-usage-met2=0.430
grt_max_degree=50

[final_layout]
final_layout_top_logic_cell=nand2_1
layout-drive-gt1-share=0.0710
mi_logic_area_um2=7510
stdcell_area_um2=10400
final_cell_mix=nand2_1 (133), a21oi_1 (129), nor2_1 (127), o21ai_0 (108), xnor2_1 (94)
stdcell_count=1754
seqCellArea_um2=1420
syn2layout_area_growth_pct=8.04
fill_cells=3428
fin_util=0.330

[critical_path]
crit_type=primary input to flop
slowest_delay_ns=1.02
required_ns=5.56
worstSetupStartpointType=primary input
cp_max_fo=26
path_cells=clkdlybuf4s50_1 -> buf_4 -> nor3_1 -> a41o_1 -> o311a_1 -> a21oi_1 -> a2111oi_0 -> xnor2_1 -> a22oi_1 -> o211ai_1
critPathCaptureType=flop
slowest_stage=nor3_1
arrival_ns=4.39

[pwr]
finalPower_mw=6.02
internal_power_mw=2.45
share_seq_of_total_power=0.142
power.density_nw_per_um2=579
switching_share=0.594
irDropWorstVdd_mv=0.206
clkPwrFrac=0.061
p_sw_mw=3.58
p_comb_frac=0.796
p_leak_nw=3.53

[run]
warnings=59
drv_cap=0

[route]
firstDrtPassIters=12
drc=0
num_vias=11711
post_drt_wl_per_cell_um=27.6
drt_first_iter_violations=1673
ant_nets=0
antenna_cells=0
viasPerCell=6.68
drt_wl_total_um=48400

[hold_path]
hp-class=flop to flop

cell usage after synthesis, types with 7 or more instances:
library cell,number
a21oi_1,129
nand4_1,11
nand2_1,133
nor2b_1,17
a221o_1,8
o21ai_0,108
inv_1,32
a2111oi_0,14
o311ai_0,11
a221oi_1,26
nor3_1,34
o221ai_1,16
clkbuf_1,89
a211oi_1,27
buf_2,16
and2_1,12
a21o_1,12
nand3_1,43
a311oi_1,11
o22ai_1,20
ha_1,44
nand2b_1,23
and3_1,14
mux2i_1,7
nor2_1,127
o2111ai_1,7
inv_2,7
a31oi_1,25
a21boi_0,11
buf_1,28
edfxtp_1,38
xor2_1,15
o211ai_1,22
a22oi_1,14
dfxtp_1,14
o31ai_1,11
xnor2_1,94
o21a_1,7
or3_1,7
flip-flops by register name (all words and copies together), names as in the netlist:
signal	flops
switch	1
number	16
count	2
T2	4
state	3
flag	1
out2	8
T1	4
secten	12
change	1
power by group through the flow:
stage	Sequential, mW	Clock, mW	Combinational [mW]
finish	0.857	0.369	4.80
global route	0.878	0.386	5.07
CTS	0.848	0.374	4.64
worst paths after layout:
kind | cells past startpoint | slack, ns | start | to
max | 10 | 1.17 | in7 | number[13]
min | 1 | 0.44 | secten[0] | secten[0]
max reg2reg | 10 | 1.53 | number[0] | number[14]
min reg2reg | 1 | 0.44 | secten[0] | secten[0]
cell families (layout without fill, tap and decap cells):
logic type / after synthesis / count (layout) / share of synthesized area
adder cells (fa/ha/maj): 45 / 45 / 0.0592
AND/OR/NAND/NOR: 453 / 453 / 0.221
XOR/XNOR: 109 / 109 / 0.0991
multiplexers: 9 / 9 / 0.00961
buffers and inverters: 178 / 132 / 0.0730
other: 1 / 1 / 0.000389
AND-OR/OR-AND: 551 / 551 / 0.390
flip-flops: 52 / 52 / 0.148
worst max-delay path: cells and delay by family:
family                 cells  cell delay [ns]
XOR/XNOR                   1             0.12
buffers and inverters      2             0.66
AND/OR/NAND/NOR            1             1.02
AND-OR/OR-AND              6             1.47
per-layer routing:
metal	vias up	wire length [µm]
met5	-	0
met4	0	2660
met3	199	5720
met2	865	20200
met1	5499	19800
li1	5148	-
cell type report:
type | count | share of cell area
well taps | 402 | 0.0483
clock buffers | 6 | 0.0127
inverters | 43 | 0.0155
clock inverters | 2 | 0.00168
repair buffers | 81 | 0.0632
multi-input cells | 1168 | 0.722
flip-flops and latches | 52 | 0.137
through the flow:
stage	hold slack, ns	setup WS (ns)
global route	0.465	1.05
floorplan	0.400	2.01
detailed placement	0.419	1.01
finish	0.442	1.17
global placement	0.417	0.990
CTS	0.443	1.36
Power figures rest on the tool's default switching activity, not on a simulated workload.
