### flow/run.sh
#!/bin/bash
# OpenROAD 26Q1-2900-gdf79404cd8, Yosys 0.63+post, stock flow scripts
make -C /OpenROAD-flow-scripts/flow DESIGN_CONFIG=/design/flow/config.mk WORK_HOME=/design/flow/orfs finish
### flow/config.mk
export PLATFORM = sky130hd
export DESIGN_NAME = keyboard
export DESIGN_NICKNAME = keyboard
export VERILOG_FILES = /design/flow/design.v
export SDC_FILE = /design/flow/constraint.sdc
export NUM_CORES = 4
export LEC_CHECK = 1
export CORE_UTILIZATION = 30
### flow/constraint.sdc
current_design keyboard

set clk_period 7.7
set clk_io_pct 0.2

create_clock -name clk0 -period $clk_period [get_ports {clk}]

set non_clock_inputs [all_inputs -no_clocks]
set_input_delay [expr $clk_period * $clk_io_pct] -clock clk0 $non_clock_inputs
set_output_delay [expr $clk_period * $clk_io_pct] -clock clk0 [all_outputs]
### flow/design.v
module keyboard(clk,row,col,out11,out1,out2,out3,out4,out5,out6,out7,out8,out9,reset,ok,start);
input clk;
input [3:0] col;
output [3:0]row,out11,out1,out2,out3,out4,out5,out6,out7,out8,out9,reset,ok,start;
reg [3:0]row;
reg [1:0] i='b00;
reg [4:0] i1=0,i2=0,i3=0,i4=0,i5=0,i6=0,i7=0,i8=0,i9=0,i10=0,i11=0,i12=0,i13=0;
reg out11=0,out1=0,out2=0,out3=0,out4=0,out5=0,out6=0,out7=0,out8=0,out9=0,reset=0,ok=0,start=0;
reg [9:0] out;
always @(posedge clk)
 if(clk)
 begin
  case(i[1:0])
  2'b00:begin row<=4'b1110; i<= 2'b01;end
  2'b01:begin row<=4'b1101; i<= 2'b10;end
  2'b10:begin row<=4'b1011; i<= 2'b11;end
  2'b11:begin row<=4'b0111; i<= 2'b00;end 
  endcase
 if(col==4'b1110&&row==4'b1110)          begin i1=i1+1;   end
 else if(col==4'b1101&&row==4'b1110)     begin i2=i2+1;   end
 else if(col==4'b1011&&row==4'b1110)	  begin i3=i3+1;   end
 else	if(col==4'b0111&&row==4'b1110)     begin i4=i4+1;   end
 else	if(col==4'b1110&&row==4'b1101)     begin i5=i5+1;   end
 else	if(col==4'b1101&&row==4'b1101)     begin i6=i6+1;   end
 else	if(col==4'b1011&&row==4'b1101)     begin i7=i7+1;   end
 else	if(col==4'b0111&&row==4'b1101)     begin i8=i8+1;   end
 else if(col==4'b1110&&row==4'b1011)     begin i9=i9+1;   end
 else	if(col==4'b1011&&row==4'b0111)     begin i10=i10+1; end
 else	if(col==4'b1101&&row==4'b1011)	  begin i11=i11+1; end
 else if(col==4'b0111&&row==4'b0111)     begin i12=i12+1; end
 else if(col==4'b1101&&row==4'b0111)     begin i13=i13+1; end
 if(i1==31)          begin  out1=1;i1=0;i2=0;i3=0;i4=0;i5=0;i6=0;i7=0;i8=0;i9=0;i10=0;i11=0;i12=0;i13=0; end
 else if(i2==31)     begin  out2=1;i1=0;i2=0;i3=0;i4=0;i5=0;i6=0;i7=0;i8=0;i9=0;i10=0;i11=0;i12=0;i13=0; end
 else if(i3==31)     begin  out3=1;i1=0;i2=0;i3=0;i4=0;i5=0;i6=0;i7=0;i8=0;i9=0;i10=0;i11=0;i12=0;i13=0; end
 else if(i4==31)     begin  out4=1;i1=0;i2=0;i3=0;i4=0;i5=0;i6=0;i7=0;i8=0;i9=0;i10=0;i11=0;i12=0;i13=0; end
 else if(i5==31)     begin  out5=1;i1=0;i2=0;i3=0;i4=0;i5=0;i6=0;i7=0;i8=0;i9=0;i10=0;i11=0;i12=0;i13=0; end
 else if(i6==31)     begin  out6=1;i1=0;i2=0;i3=0;i4=0;i5=0;i6=0;i7=0;i8=0;i9=0;i10=0;i11=0;i12=0;i13=0; end
 else if(i7==31)	   begin  out7=1;i1=0;i2=0;i3=0;i4=0;i5=0;i6=0;i7=0;i8=0;i9=0;i10=0;i11=0;i12=0;i13=0; end
 else if(i8==31)     begin  out8=1;i1=0;i2=0;i3=0;i4=0;i5=0;i6=0;i7=0;i8=0;i9=0;i10=0;i11=0;i12=0;i13=0; end
 else if(i9==31)	   begin  out9=1;i1=0;i2=0;i3=0;i4=0;i5=0;i6=0;i7=0;i8=0;i9=0;i10=0;i11=0;i12=0;i13=0; end
 else if(i10==31)    begin  reset=1;i1=0;i2=0;i3=0;i4=0;i5=0;i6=0;i7=0;i8=0;i9=0;i10=0;i11=0;i12=0;i13=0; end
 else if(i11==31)    begin  out11=1;i1=0;i2=0;i3=0;i4=0;i5=0;i6=0;i7=0;i8=0;i9=0;i10=0;i11=0;i12=0;i13=0; end
 else if(i12==31)    begin  ok=1;i1=0;i2=0;i3=0;i4=0;i5=0;i6=0;i7=0;i8=0;i9=0;i10=0;i11=0;i12=0;i13=0; end
 else if(i13==31)    begin  start=1;i1=0;i2=0;i3=0;i4=0;i5=0;i6=0;i7=0;i8=0;i9=0;i10=0;i11=0;i12=0;i13=0; end
 else                begin out1<=0;out2<=0;out3<=0;out4<=0;out5<=0;out6<=0;out7<=0;out8<=0;out9<=0;reset<=0;out11<=0;ok<=0;start<=0; end
end
endmodule
==> run notes <==
The largest combinational cell category by area is simple AND/OR/NAND/NOR gates. The worst setup path is launched from an input pin. With the post-route DRC violation count at 0, the number of flops mapped to enable cells by yosys is 12.

Fill cells in the final layout number 1543. The max-slew check reports its worst relative slack as 57.5%. The run gives 0 for the buffers inserted during post-CTS setup optimization.

The clock H-tree reported by CTS has 3 levels. The chip area line in the Yosys stat output reads 4800 um2. With the top-level I/O count at 61, the number of buffers inserted by hold repair at cts is 0.

Buffer and inverter count on the worst path: 2. With the antenna cell count at 0, the critical path's largest stage delay is 640 ps. According to the hold report, the worst path is of the reg -> reg type. The HPWL after detailed placement is 6510 um. For the total die size, the log shows 16500 um2. For reference, the critical path cell chain is clkdlybuf4s50_1 -> nand4b_1 -> nor2_1 -> mux2i_1 -> nor2_1 -> a21oi_2 -> nand4_4 -> buf_4 -> a21oi_1.

The measured slew at the worst slew-check pin is 637 ps. The run finished with clean final reports. The chip width came out at 129 um. Adding up every negative setup slack in the final design gives 0 ps. The final timing report lists a hold violation count of 0. The worst setup path is of the in -> reg kind. The number of global-route vias before repair came out at 3073.

The data required time reported for the critical path is 7960 ps. Of the post-synthesis cell area, the part taken by muxes is 0.860%. The final non-filler cell total is 744. Setup repair after global routing left no endpoint under its margin. The run gives 0.828 for the final estimated routing congestion in global placement. IR analysis of the VDD net gives a maximum drop of 0.119 mV.

In this run the power density over the cells is 262 nW/um2. Endpoint type of the worst setup path: a register. The floorplan step defined a core boundary enclosing 15400 um2. Shortest period the worst path allows: 4900 ps. Summing the areas of all compound-gate instances in the mapped netlist gives 10.6% of the synthesized area.

The global router's overall resource usage was 11.5%. After Yosys synthesis, XOR and XNOR cells account for 9.66% of the synthesized area. According to the floorplan report, the die height is 129 um. Summing all non-filler instances in the final layout gives an area of 5320 um2. Per the STA report, the cell with the highest stage delay on the worst path is sky130_fd_sc_hd__clkdlybuf4s50_1.

The post-synthesis sequential area ratio is 37.5%. After synthesis the cells add up to 4800 um2. The number of flip-flops and latches in the synthesized netlist is 84.

TritonCTS built the clock tree. Between clock sinks in the finished design, the worst skew comes to 8.90 ps. Clock tree synthesis selected as its root buffer the cell sky130_fd_sc_hd__clkbuf_16. Per the timing report, the achievable frequency comes out to 0.204 GHz. The critical path maximum fanout is 49.

The floorplan has 45 rows. The tools report the number of cells after detailed placement as 728. After synthesis, the netlist uses 62 different library cells. Of the cells placed in the final design, the portion with a size suffix greater than 1 is 10.5%. The post-synthesis simple-gate area fraction is 25.6%, and the wire length of the first global-routing pass is 14900 um. CTS saw 84 sinks. The leakage power summed over all cells came out at 2.17 nW. After synthesis, the design contains 520 cells according to Yosys. TritonCTS created 9 clock buffers. The clock passes through at most 2 buffers. The first routing iteration left 255 violations. The initial antenna violation count came out at 0.

In the post-route report, total wirelength is listed as 9080 um. For the worst setup path, the data arrival time is 5160 ps. With the pin count of the biggest net entering global routing at 50, the post-synthesis async set-or-reset flop share is 0%. For reference, the post-synthesis area per instance comes to 9.24 um2.

The via count is 3479, and the synthesis-to-layout area growth is 10.7%. On the reported timing paths, the clock transition at the registers reads 60 ps. TritonRoute output was used to compute an average wire per cell of 12.2 um.

As logged by OpenROAD, the buffers inserted on ports number 21. The logs give 479 ps for the final worst hold slack and 520 for the count of mapped cells out of synthesis. For the post-detailed-route count of antenna-violating nets, the log shows 0. The run gives 29 for the OpenROAD warning count.

Leading register cell type out of synthesis: sky130_fd_sc_hd__dfxtp_1. The report lists the number of cells resized after CTS as 0. The area after detailed placement was 4980 um2.

Portion of the clock cycle consumed by the worst path in the final layout: 63.7%. The arithmetic-cell share of the synthesized area counting full adders, half adders and majority gates came out at 4.69%. The tools report the count of synthesis-stage warnings from yosys as 1. The design draws 0.00139 W. The tool flagged a number of max-cap violations equal to 0. For the total iterations of the first detailed-routing run, the log shows 4. The total congestion overflow was 0. For reference, the final report shows the max-slew violation count at 0. Grouping stages by cell kind, the critical path spends the most delay in simple AND/OR/NAND/NOR gates. Before placement the cells fill 31.1% of the core. At the later pin of the worst-skew pair, clock insertion delay measures 340 ps. For this run, the final setup violation count is recorded as 0. The cell that appears most often on the critical path is sky130_fd_sc_hd__nor2_1. The via count normalized by instance count was 4.68.
[path summary, 6_finish.rpt]
check | from | cells after the start | endpoint | slack (ps)
setup / recovery | col[1] | 9 | i1[1]$_SDFF_PP0_ | 2800
setup reg to reg | row[2]$_DFF_P_ | 8 | i1[1]$_SDFF_PP0_ | 4210
hold / removal | out1[0]$_SDFFE_PP1P_ | 1 | out1[0]$_SDFFE_PP1P_ | 480
hold reg to reg | out1[0]$_SDFFE_PP1P_ | 1 | out1[0]$_SDFFE_PP1P_ | 480
[cell type report]
type / instances / area (um2) / area share (%)
clock inverters: 7 / 108 / 2.02
well taps: 211 / 264 / 4.97
repair buffers: 22 / 218 / 4.10
clock buffers: 9 / 225 / 4.24
flip-flops and latches: 84 / 1800 / 33.9
inverters: 19 / 71.3 / 1.34
multi-input cells: 392 / 2630 / 49.4
[stage by stage]
step | setup slack, ps | util [%]
2_1_floorplan | 3890 | -
3_3_place_gp | 2630 | 32.3
3_5_place_dp | 2510 | 32.3
4_1_cts | 2810 | 34.5
5_1_grt | 2450 | 34.5
6_report | 2800 | 34.5
[synthesized netlist by cell type (3+ instances only)]
| library cell | count | area, um2 |
|---|---|---|
| sky130_fd_sc_hd__o211ai_1 | 7 | 52.6 |
| sky130_fd_sc_hd__nand3_1 | 17 | 85.1 |
| sky130_fd_sc_hd__nand4b_1 | 6 | 52.6 |
| sky130_fd_sc_hd__ha_1 | 18 | 225 |
| sky130_fd_sc_hd__inv_1 | 18 | 67.6 |
| sky130_fd_sc_hd__buf_2 | 12 | 60.1 |
| sky130_fd_sc_hd__buf_4 | 42 | 315 |
| sky130_fd_sc_hd__buf_6 | 3 | 33.8 |
| sky130_fd_sc_hd__nor3_1 | 6 | 30.0 |
| sky130_fd_sc_hd__nor4_1 | 3 | 18.8 |
| sky130_fd_sc_hd__nand2_1 | 33 | 124 |
| sky130_fd_sc_hd__nor2_1 | 54 | 203 |
| sky130_fd_sc_hd__nand2b_1 | 4 | 25.0 |
| sky130_fd_sc_hd__mux2i_1 | 3 | 30.0 |
| sky130_fd_sc_hd__a31oi_1 | 3 | 18.8 |
| sky130_fd_sc_hd__o21ai_0 | 12 | 60.1 |
| sky130_fd_sc_hd__dfxtp_1 | 72 | 1440 |
| sky130_fd_sc_hd__or4_1 | 4 | 30.0 |
| sky130_fd_sc_hd__edfxtp_1 | 12 | 360 |
| sky130_fd_sc_hd__xor2_1 | 31 | 272 |
| sky130_fd_sc_hd__xnor2_1 | 22 | 193 |
| sky130_fd_sc_hd__nand4_1 | 23 | 144 |
| sky130_fd_sc_hd__nand3b_1 | 4 | 30.0 |
| sky130_fd_sc_hd__clkbuf_1 | 4 | 15.0 |
| sky130_fd_sc_hd__o31ai_1 | 4 | 30.0 |
| sky130_fd_sc_hd__nand4b_4 | 5 | 119 |
| sky130_fd_sc_hd__and3_1 | 3 | 18.8 |
| sky130_fd_sc_hd__and4b_1 | 10 | 100 |
| sky130_fd_sc_hd__nor2_2 | 20 | 125 |
| sky130_fd_sc_hd__a21oi_1 | 22 | 110 |
[power breakdown]
group          internal (W)  leakage (nW)  switching [W]  total, W
Clock              0.000290         0.160       0.000185  0.000475
Combinational      0.000140          1.28       0.000133  0.000273
Sequential         0.000535         0.739       0.000111  0.000646
Total              0.000964          2.17       0.000429   0.00139
[kinds of logic (layout without fill, tap and decap cells)]
family / Yosys count / after routing
flops: 84 / 84
buf+inv: 82 / 57
fa+ha+maj: 18 / 18
other cells: 1 / 39
simple gates: 205 / 205
xor+xnor: 53 / 53
compound gates: 73 / 73
mux: 4 / 4
[layer usage]
layer  vias up  part of all wire [%]  global-route usage [%]
met1      1619                    50                    17.0
met4         0                   1.7                    1.66
li1       1776                     -                       -
met2        73                    44                    18.0
met5         -                     0                       0
met3        11                   4.1                    2.24
[state kept, by name, indices dropped and copies added, names as in the netlist, 2 cells and up]
register / flops
i9: 5
i6: 5
i4: 5
i5: 5
i13: 5
i3: 5
i8: 5
i12: 5
i10: 5
i7: 5
i: 2
i1: 5
i2: 5
row: 4
i11: 5
[placed cells by master, fill, tap and decap left out, types with 20 or more instances in the layout]
cell type                         Yosys  routed
sky130_fd_sc_hd__dfxtp_1             72      72
sky130_fd_sc_hd__nor2_1              54      54
sky130_fd_sc_hd__conb_1               1      39
sky130_fd_sc_hd__nand2_1             33      33
sky130_fd_sc_hd__xor2_1              31      31
sky130_fd_sc_hd__nand4_1             23      23
sky130_fd_sc_hd__a21oi_1             22      22
sky130_fd_sc_hd__xnor2_1             22      22
sky130_fd_sc_hd__clkdlybuf4s50_1      0      21
sky130_fd_sc_hd__nor2_2              20      20
Power is estimated from default activity; no workload was simulated.
