<file path="/design/flow/config.mk">
export PLATFORM = sky130hd
export DESIGN_NAME = ultrasonic_new
export DESIGN_NICKNAME = ultrasonic_new
export VERILOG_FILES = /design/flow/design.v
export SDC_FILE = /design/flow/constraint.sdc
export NUM_CORES = 4
export LEC_CHECK = 1
export CORE_UTILIZATION = 30
</file>
<file path="/design/flow/constraint.sdc">
current_design ultrasonic_new

set clk_period 3.7
set clk_io_pct 0.2

create_clock -name clk0 -period $clk_period [get_ports {iclk}]

set non_clock_inputs [all_inputs -no_clocks]
set_input_delay [expr $clk_period * $clk_io_pct] -clock clk0 $non_clock_inputs
set_output_delay [expr $clk_period * $clk_io_pct] -clock clk0 [all_outputs]
</file>
<file path="/design/flow/design.v">
module ultrasonic_new(iclk,trigcenter,centerecho,data6,data7,distance);
input iclk,centerecho;
output trigcenter;
output [3:0]data6;
output [7:0]data7;
reg trigcenter;
reg [20:0]centerdistance;
output reg [20:0]distance;
reg [9:0]cnt;               
reg [16:0] cnt1;            
reg [10:0]cntcenter3;			
reg [7:0] dis[9:0];         
reg [3:0]                   
datacenter1,
datacenter2,
datacenter3,
datacenter4;
reg [3:0]data6;              
reg [7:0]data7;             
reg flag2;
reg[1:0]cnt4;               
reg 
echo_buf_center,                  
echo_rising_center,               
echo_falling_center;
reg             
flagcenter1;                      
reg clk;                    
reg[19:0] cnt5;              
reg clk2;
reg [3:0] qian,bai,shi,ge;
reg [12:0]cnt61,cnt62;
reg clk61,clk62;
reg [20:0] distancebefore1,distancebefore2;
initial
begin
dis[0] = 8'b11111100;
dis[1] = 8'b01100000;
dis[2] = 8'b11011010;
dis[3] = 8'b11110010;
dis[4] = 8'b01100110;
dis[5] = 8'b10110110;
dis[6] = 8'b10111110;
dis[7] = 8'b11100000;
dis[8] = 8'b11111110;
dis[9] = 8'b11110110;
end
always @(posedge iclk)
	 begin
	 cnt61 <= cnt61 + 1;
	 if(cnt61 == 1)
		begin
		clk61 <= ~clk61;
		cnt61 <= 0;
		end
	 end
always @(posedge clk61)
	 begin
	 cnt62 <= cnt62 + 1;
	 if(cnt62 == 4)
		begin
		clk62 <= ~clk62;
		cnt62 <= 0;
		end
	 end
always @(posedge clk62)
	 begin
	 distance <= centerdistance;
	 end
always@(posedge iclk)                   
	begin
		if(cnt == 624)
			cnt <= 1'b0;
		else
			cnt <= cnt +1;
	end
always@(posedge iclk)
	begin
		if(cnt == 624)
			if(cnt1 == 39999)
				begin
				trigcenter <= 1'b1;
				cnt1 <= 1'b0;
				end
			else
				begin
				trigcenter <= 1'b0;
				cnt1 <= cnt1 + 1'b1;
				end
	end
always@(posedge iclk)
begin 
echo_buf_center <= centerecho;
echo_rising_center <= centerecho & (~echo_buf_center);
echo_falling_center <= (~centerecho) & echo_buf_center;
end
always@(posedge iclk)
begin
if(echo_rising_center == 1'b1)
begin
flagcenter1 = 1'b1;                        
end
else if(echo_falling_center == 1'b1)
begin
flagcenter1 = 1'b0;                        
end
end
always@(posedge iclk)
begin
if(flagcenter1 == 1'b1)
begin
if(cntcenter3 == 288)                      
cntcenter3 <= 1'b0;
else
cntcenter3 <= cntcenter3 + 1'b1;
end 
else if(echo_rising_center == 1'b1)
cntcenter3 <= 1'b0;
end
always@(posedge iclk)
begin
if(flagcenter1 == 1'b1)
begin
if(cntcenter3 == 288)
if(datacenter1 == 9)                       
datacenter1 <= 4'd0;
else 
datacenter1 <= datacenter1 + 1'b1;
end
else if(echo_rising_center == 1'b1)
datacenter1 <= 1'b0;
end
always@(posedge iclk)
begin
if(flagcenter1 == 1'b1)
begin
if(datacenter1 == 9 && cntcenter3 == 288)
if(datacenter2 == 9)                      
datacenter2 <= 1'b0;
else
datacenter2 <= datacenter2 + 1'b1;
end
else if(echo_rising_center == 1'b1)
datacenter2 <= 1'b0;
end
always@(posedge iclk)
begin
if(flagcenter1 == 1'b1)
begin
if(datacenter2 == 9 && datacenter1 == 9 && cntcenter3 == 288)
if(datacenter3 == 9)                     
datacenter3 <= 1'b0;
else
datacenter3 <= datacenter3 + 1'b1;
end
else if(echo_rising_center == 1'b1)
datacenter3 <= 1'b0;
end
always@(posedge iclk)
begin
if(flagcenter1 == 1'b1)
begin
if(datacenter3 == 9 && datacenter2 == 9 && datacenter1 == 9 && cntcenter3 == 288)
if(datacenter4 == 9)                      
datacenter4 <= 1'b0;
else
datacenter4 <= datacenter4 + 1'b1;
end
else if(echo_rising_center == 1'b1)
datacenter4 <= 1'b0;
end
always@(posedge iclk)
begin
if(cnt5 == 20000)
begin
clk = ~clk;
cnt5 = 1'b0;
end
else
cnt5 = cnt5 + 1'b1;
end
always@(posedge clk)
begin
cnt4 = cnt4 + 1'b1;
end
always@(posedge clk)
begin
	if(flagcenter1 == 1'b0)
	begin
		case(cnt4)
		2'b00:
			begin
			ge = ((centerdistance % 1000) % 100) % 10;
			data7 = dis[ge];
			data6 = 6'b0001;
			end
		2'b01:
			begin
			shi = ((centerdistance % 1000) % 100)/10;
			data7 = dis[shi];
			data6 = 6'b0010;
			end
		2'b10: 
			begin
			bai = (centerdistance % 1000)/100;
			data7 = dis[bai];
			data6 = 6'b0100;
			end
		2'b11:
			begin
			centerdistance = 1000 * datacenter4 + 100 * datacenter3 + 10 * datacenter2 + datacenter1;
			data7 = dis[datacenter4];
			data6 = 6'b1000;
			end
		default: ;
		endcase
	end
	else 
		begin
		data7 = dis[0];
		data6 = 4'b1111;
		centerdistance <= 0;
		end
end
endmodule
</file>
<file path="/design/flow/run.sh">
#!/bin/bash
# OpenROAD 26Q1-2900-gdf79404cd8, Yosys 0.63+post, stock flow scripts
make -C /OpenROAD-flow-scripts/flow DESIGN_CONFIG=/design/flow/config.mk WORK_HOME=/design/flow/orfs finish
</file>
==> results.toml <==
# generated from flow reports
[run_status]
status = "finished clean"

[global_routing]
grt_pass1_wl_mm = 41.4
grt_max_degree = 35
grt_pass1_vias = 8585
grt_usage_pct = 12.8
grt-ovfl-total = 0
antenna_found_initial = 0

[final_timing]
clock_skew_ns = 0.00742
layout_worst_path_cycle_share_pct = 67.3
fmax_mhz = 401
grt_setup_unrepaired = "no"
slew_viol_final = 0
untimed_endpoints = 84
hold_violations = 0
worst_slew_pin_slew_ns = 0.946
setup-violations-final = 0
unclocked_pins = 57
tns_ns = 0
relSlewSlack_pct = 35.1
period_minus_slack_ns = 2.49

[clock_tree]
ctsHoldBuffers = 0
cts.htree.levels = 3
cts_inserted_buffers = 9
clock_latency_ns = 0.34
cts_tree = "built"
clk_path_buf_depth = 2
post_cts_resized = 0
ctsRootBufferMaster = "clkbuf_16"
post_cts_buffers = 0
cts.reportedPaths.clkPinSlew_ns = 0.06

[logic_synthesis]
synth_area_sq_um = 11600
yosysUniqueCellTypes = 118
synthCells = 1299
ys_seq_share_pct = 30.3
synthAdderAreaFrac_pct = 11.7
synth_flops = 151
topCombFamilyByArea = "simple AND/OR/NAND/NOR gates"
ys_cells = 1299
top_area_cell = "dfxtp_1"
synthTopCellsByCount = "nor2_1 (130), dfxtp_1 (103), nand2_1 (90)"
yosysTopAreaCellShare_pct = 17.8
area_leaders = "dfxtp_1 (18%), edfxtp_1 (12%), ha_1 (8.8%)"
yosysMostFrequentCell = "nor2_1"
simple_gate_area_share_pct = 21.4
ys_sh_xor_pct = 8.40
avgSynthCellArea_sq_um = 8.90
synth-edff-count = 48
mux_share_pct = 2.08
aoi_share_pct = 21.2
ys_area_sq_um = 11600
async_flop_share_pct = 0
flop_cell = "dfxtp_1"
yosysWarnings = 1

[detailed_routing]
drt-total-wl_mm = 23.5
wl_per_cell_microns = 12.9
antenna_left = 0
vias = 9150
via_per_inst = 5.03
dr.pass1.iters = 6
drt-initial-drc-count = 580
num_antenna_cells = 0
drc_errors = 0

[min_path]
hp-class = "reg2reg"

[setup_path]
worstPathRequired_ns = 3.93
startpoint_type = "flop"
cpMaxStageDelayCell = "and4_1"
worstPathMaxFanout = 21
worstPathCellList = "or4b_2 > nor3b_1 > and4_1 > buf_4 > nor2_1"
crit_path_end_kind = "flop"
worst-setup-path-type = "reg2reg"
cpPeakStageDelay_ns = 0.84
reg2reg_slack_ns = 1.21
arrival_ns = 2.72

[floorplan]
die_area_sq_um = 39300
fp_util_pct = 30.6
row_count = 71
die.size.x_microns = 198
coreArea_sq_um = 37800
die_height_microns = 198
io_pins = 36

[finish]
num-fill-cells = 3823
syn2layout_area_growth_pct = 8.81
logic_area_sq_um = 7520
layout-drive-gt1-share_pct = 7.03
regArea_sq_um = 3500

[place]
port_buffers = 28
dp_hpwl_mm = 17.9
gp_congestion = 0.929

[pwr]
p_per_area_nw_per_um2 = 205
total_power_uw = 2580
ir_drop_mv = 0.225
p_leak_uw = 0.00484

[run]
warnings = 50
maxCapViolations = 0
==> flip-flops by register name, summed over array words and instances (netlist names) <==
signal	count
datacenter4	4
echo_falling_center	1
echo_rising_center	1
clk61	1
cnt1	17
cnt61	13
cnt62	13
cnt5	20
clk62	1
data7	7
datacenter1	4
datacenter2	4
clk	1
cnt	10
distance	15
data6	4
cnt4	2
echo_buf_center	1
flagcenter1	1
centerdistance	15
trigcenter	1
datacenter3	4
cntcenter3	11
==> cell type report <==
cell class                      instances  share of cell area (%)
Multi-Input combinational cell       1027                    59.8
Sequential cell                       151                    27.8
Tap cell                              511                    5.08
Timing Repair Buffer                   35                    2.65
Inverter                               80                    2.39
Clock buffer                           12                    1.88
Clock inverter                          4                   0.388
==> kinds of logic after synthesis <==
| group | count (synthesis) |
|---|---|
| AND/OR/NAND/NOR | 479 |
| AND-OR/OR-AND | 310 |
| adder cells (fa/ha/maj) | 98 |
| buffers and inverters | 127 |
| flip-flops | 151 |
| multiplexers | 23 |
| other | 1 |
| XOR/XNOR | 110 |
==> critical path: cells and delay by family, from the launching register on <==
| family | cells | cell delay (ns) |
|---|---|---|
| AND/OR/NAND/NOR | 4 | 1.80 |
| flip-flops | 1 | 0.33 |
| buffers and inverters | 1 | 0.26 |
==> metrics by stage <==
stage	hold slack [ns]	std cells	setup slack [ns]	util (%)	cell area, sq um
after floorplan	0.384	1305	1.28	-	11600
after global placement	0.389	1804	1.25	32.6	12300
after detailed placement	0.396	1804	1.21	32.6	12300
after CTS	0.405	1820	1.20	33.3	12600
after global routing	0.424	1820	0.974	33.3	12600
final	0.402	1820	1.21	33.3	12600
==> per-layer routing <==
metal	up-vias	global-route usage, %	part of all wire (%)
li1	4730	-	-
met1	4219	19.5	50
met2	178	20.6	46
met3	23	1.22	3.2
met4	0	1.12	0.92
met5	-	0	0
==> final timing paths <==
| path | from | to | cells past startpoint |
|---|---|---|---|
| setup / recovery | cnt[8] | cnt[2] | 5 |
| hold / removal | echo_buf_center | echo_rising_center | 1 |
| setup reg to reg | cnt[8] | cnt[2] | 5 |
| hold reg to reg | echo_buf_center | echo_rising_center | 1 |
==> where the power goes <==
| part | internal [uW] | switching, uW | total [uW] |
|---|---|---|---|
| clock | 522 | 361 | 882 |
| combinational | 235 | 283 | 518 |
| sequential | 1140 | 38.4 | 1170 |
==> layout by cell type, fill, tap and decap left out, types with 15 or more instances in the layout <==
| master | count |
|---|---|
| nor2_1 | 130 |
| dfxtp_1 | 103 |
| nand2_1 | 90 |
| ha_1 | 81 |
| inv_1 | 76 |
| xnor2_1 | 65 |
| nand3_1 | 62 |
| a21oi_1 | 57 |
| edfxtp_1 | 48 |
| xor2_1 | 44 |
| o21ai_0 | 38 |
| nor3_1 | 34 |
| and3_1 | 32 |
| clkdlybuf4s50_1 | 28 |
| mux2i_1 | 20 |
| nor2b_1 | 17 |
| fa_1 | 17 |
| o21a_1 | 15 |
| and2_1 | 15 |
| o211ai_1 | 15 |
No activity file was given, so power comes from the tool's default toggle rates.
